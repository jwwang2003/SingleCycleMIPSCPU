==> flow/design.v <==
module PC (
  clock, reset,
  PCin, PCout
);
  input wire clock, reset;
  input wire [31:0] PCin;
  output reg [31:0] PCout;
  initial PCout = 32'h00000000;
 always @(posedge clock or posedge reset) begin
    if (reset) begin
      PCout <= 32'h00000000;
    end else begin
      PCout <= PCin;
    end
  end
endmodule
==> flow/run.sh <==
#!/bin/bash
# OpenROAD 26Q1-2900-gdf79404cd8, Yosys 0.63+post, stock flow scripts
make -C /OpenROAD-flow-scripts/flow DESIGN_CONFIG=/design/flow/config.mk WORK_HOME=/design/flow/orfs finish
==> flow/config.mk <==
export PLATFORM = sky130hd
export DESIGN_NAME = PC
export DESIGN_NICKNAME = PC
export VERILOG_FILES = /design/flow/design.v
export SDC_FILE = /design/flow/constraint.sdc
export NUM_CORES = 4
export LEC_CHECK = 1
export CORE_AREA = 10 10 106 106
export DIE_AREA = 0 0 116 116
==> flow/constraint.sdc <==
current_design PC

set clk_period 1.0
set clk_io_pct 0.2

create_clock -name clk0 -period $clk_period [get_ports {clock}]

set non_clock_inputs [all_inputs -no_clocks]
set_input_delay [expr $clk_period * $clk_io_pct] -clock clk0 $non_clock_inputs
set_output_delay [expr $clk_period * $clk_io_pct] -clock clk0 [all_outputs]
==> run summary <==
htree depth -> 2
DIE HEIGHT -> 116 µm
crit path DAT -> 0.76 ns
Fmax -> 1040 MHz
GRT Total Usage -> 0.0364
Gate Area -> 0 µm²
# diodes -> 0
status -> completed
ratio of cells with drive above 1 in the final layout -> 0.364
Unique cell types -> 2
largest net degree at the start of global routing -> 33
worst slew pin tran -> 0.172 ns
Num CTS Buffers -> 5
root buffer cell -> clkbuf_8
post-route antenna net violation count -> 0
Max Cap Violations -> 0
port bufs -> 65
top flop regs -> PCout (32)
hold_buf cts -> 0
largest stage delay on the critical path -> 0.37 ns
Core Util at FP -> 0.0909
remaining global-route overflow -> 0
Worst Hold Class -> in -> async
clk sink count -> 32
Crit Path Max Fanout -> 1
cycle use final -> 0.958
Die W -> 116 µm
First DRT Iteration DRCs -> 8
Required @ worst endpoint -> 0.80 ns
sequential fraction of the synthesis area -> 0.995
vias per cell -> 2.57
Post-Route WL -> 2.60 mm
Fin. Hold Viols -> 0
Bufs and invs on worst path -> 1
IO Pins -> 66
ys flops -> 32
Core Rows -> 34
area reported by Yosys stat -> 805 µm²
CTS Buffer Depth -> 2
critical path's slowest cell -> dfrtp_1
max-slew violations -> 0
tool warnings -> 26
via count -> 552
CTS tree -> done
Area Overhead vs Synth -> 91.4%
routability cong. -> 0.648
vias in the first global route -> 647
initial antenna violation count -> 0
leakage power -> 0.688 nW
# Cells Yosys -> 33
setup violators final -> 0
Peak supply drop -> 417 µV
Ys Warns -> 1
Relative slew margins -> 0.886
critical path type -> reg -> out
Synth Cell Area -> 805 µm²
first-pass GRT wire length -> 3.75 mm
max reg flops -> 32
Worst-path clk slew -> 0.06 ns
# DRC -> 0
Multi-In Gates -> 0
Critical Path Start Type -> flip-flop
CP Capture Type -> primary output
Avg Inst Size Synth -> 24.4 µm²
Worst path top cell family by delay -> flip-flops
drt wl/cell -> 12.1 µm
post-synthesis cell count -> 33
Die Area -> 13,500 µm²
1st-pass router iterations -> 2
post-layout min period -> 0.958 ns
pwr dens -> 1670 nW/µm²
fin cells -> 215
crit-path cells -> buf_2
post-layout power -> 2.57 mW
register with the most flip-flops -> PCout
unrepaired setup endpoints after global routing -> yes
placed cells -> 207
Placeable Area -> 8850 µm²
[layout make-up]
cell class,count,area [µm²]
fillers,990,7310
flip-flops and latches,32,801
repair buffers,66,510
well taps,108,135
clock buffers,8,90.1
inverters,1,3.75
[cells in the mapped netlist]
cell type,number,area share
dfrtp_1,32,1.0
inv_1,1,0.0047
[power breakdown]
part	total, mW	switching (mW)	internal (mW)	leakage, nW
Sequential	1.37	0.0146	1.36	0.373
Clock	0.974	0.414	0.560	0.0455
Combinational	0.221	0.0598	0.161	0.270
Total	2.57	0.488	2.08	0.688
[stage by stage]
| step | utilization | instance area, µm² | hold slack [ns] | TNS (ns) | worst slack, ns |
|---|---|---|---|---|---|
| finish | 0.174 | 1540 | 0.265 | 0 | 0.0416 |
| global route | 0.174 | 1540 | 0.288 | -0.00930 | -0.00427 |
| CTS | 0.174 | 1540 | 0.256 | 0 | 0.00924 |
| detailed placement | 0.182 | 1610 | 0.560 | -0.0735 | -0.0237 |
| global placement | 0.182 | 1610 | 0.557 | -0.0684 | -0.0222 |
| floorplan | - | 805 | 0.231 | 0 | 0.109 |
[layer usage]
| metal | vias to the layer above | GRT usage | wire length [µm] |
|---|---|---|---|
| li1 | 243 | - | - |
| met1 | 259 | 0.0430 | 1040 |
| met2 | 50 | 0.0497 | 1060 |
| met3 | 0 | 0.0340 | 499 |
| met4 | 0 | 0.00250 | 0 |
| met5 | - | 0 | 0 |
[layout by cell type (no fill, tap or decap), drive strengths merged]
cell / n
dfrtp: 32
inv: 1
buf: 33
clkdlybuf4s50: 33
clkbuf: 8
[tightest hold or removal path: stages]
cell and delay (ns):
clkdlybuf4s50_1 0.39, inv_1 0.09, buf_12 0.21
[how the worst max path moves through the flow]
| stage | startpoint | to | slack [ns] | depth (start not counted) |
|---|---|---|---|---|
| after CTS | PCout[11] | PCout[11] | 0.009 | 1 |
| final | PCout[19] | PCout[19] | 0.04 | 1 |
| after global routing | PCout[11] | PCout[11] | -0.004 | 1 |
[timing repair]
action | in CTS | in global routing
resized | 100 | 0
setup buffers | 0 | 0
pin swaps | 0 | 0
endpoints found under the setup margin | 32 | 3
[cells by family after synthesis]
family,synth area share
flip-flops,0.995
buffers and inverters,0.00466
Power and IR drop assume default switching activity.
