<file path="./design.v">
module Mux5 (
	Shifted_Addr, Mux4_Out,
	Branch, Mux5_Out
);
	input [31:0] Shifted_Addr, Mux4_Out;
	input Branch;	
	output reg [31:0] Mux5_Out;
	initial begin
		Mux5_Out = 0;
	end
	always @(*) begin
		case (Branch)
			0: Mux5_Out = Mux4_Out;
			1: Mux5_Out = Shifted_Addr;
		endcase
	end
endmodule
</file>
<file path="./run.sh">
#!/bin/bash
# OpenROAD 26Q1-2900-gdf79404cd8, Yosys 0.63+post, stock flow scripts
make -C /OpenROAD-flow-scripts/flow DESIGN_CONFIG=/design/flow/config.mk WORK_HOME=/design/flow/orfs finish
</file>
<file path="./config.mk">
export PLATFORM = sky130hd
export DESIGN_NAME = Mux5
export DESIGN_NICKNAME = Mux5
export VERILOG_FILES = /design/flow/design.v
export SDC_FILE = /design/flow/constraint.sdc
export NUM_CORES = 4
export LEC_CHECK = 1
export CORE_AREA = 10 10 70 70
export DIE_AREA = 0 0 80 80
</file>
<file path="./constraint.sdc">
current_design Mux5

set clk_period 1.0
set clk_io_pct 0.2

create_clock -name clk0 -period $clk_period

set non_clock_inputs [all_inputs -no_clocks]
set_input_delay [expr $clk_period * $clk_io_pct] -clock clk0 $non_clock_inputs
set_output_delay [expr $clk_period * $clk_io_pct] -clock clk0 [all_outputs]
</file>
==> impl_metrics.py <==
# Metrics from the implementation run
metrics = {
    "synthesis": {
        "ys_types": 4,
        "avgSynthCellArea_sq_um": 15.12,
        "top_area_frac": 0.8276,
        "yosys.area.top_type": "mux2_4",
        "yosys_area_sq_um": 544.3,
        "synthTopCellsByArea": "mux2_4, buf_12, mux2_2, buf_6",
        "ys_seq_share": 0,
        "yosys_cells": 36,
        "syn_inst": 36,
        "syn_area_sq_um": 544.3,
        "yosysWarnings": 1,
    },
    "sta": {
        "setup_viol": 32,
        "fmax_ghz": 0.8417,
        "finalHoldViolCount": 0,
        "period_needed_ns": 1.188,
        "finalWorstSetupSlack_ns": -0.1881,
        "max-slew-margin-rel": 0.9545,
        "fin_crit_sh": 1.188,
        "drv_slew": 0,
        "worst_slew_pin_slew_ns": 0.06817,
        "rsz0062_at_grt": "true",
    },
    "pwr": {
        "vdd_drop_max_uv": 182.2,
        "power_frac_seq": 0,
        "power_frac_clock": 0,
        "sw_frac_of_total": 0.2073,
        "switching_power_uw": 133.6,
        "power_density_nw_per_um2": 397.1,
        "leakagePower_nw": 0.8794,
        "total_power_uw": 644.5,
        "combPwrFrac": 1.000,
        "p_int_uw": 510.9,
    },
    "route": {
        "first_pass_iters": 2,
        "wire_per_inst_microns": 14.62,
        "drt_wl_total_mm": 2.719,
        "dr_total_vias": 703,
        "diodes": 0,
        "drc": 0,
        "ant_nets": 0,
        "viasPerCell": 3.780,
        "drt_iter0_markers": 7,
    },
    "floorplanning": {
        "die_w_microns": 80,
        "row_count": 21,
        "ios": 97,
        "initCoreUtil": 0.1593,
        "core-area_sq_um": 3416,
        "die_h_microns": 80,
        "die_area_sq_um": 6400,
    },
    "critical_path": {
        "critPathRequiredTime_ns": 0.80,
        "crit_buf_inv": 2,
        "critical-path-top-delay-family": "buffers and inverters",
        "slowest_stage": "clkdlybuf4s50_1",
        "path_class": "input port to output pin",
        "crit_chain": "clkdlybuf4s50_1 -> mux2_4 -> buf_6",
        "critPathLaunchType": "input port",
        "arrival_ns": 0.99,
        "cpPeakStageDelay_ns": 0.40,
        "critPathCaptureType": "output pin",
        "critPathMaxFanout": 1,
    },
    "layout": {
        "n_clock_buffer": 0,
        "syn_to_final_growth_pct": 198.2,
        "drive_gt1_frac": 0.5429,
        "flops": 0,
        "flop_area_sq_um": 0,
    },
    "hold_path": {
        "worstHoldPathType": "input port to output pin",
        "worstHoldStart": "Mux4_Out[21]",
        "hold_depth": 3,
        "hold_end": "Mux5_Out[21]",
    },
    "placed_design": {
        "gp_congestion": 0.7917,
        "dp_slack_ns": -0.4949,
        "port_buffers": 97,
    },
    "run": {
        "max_cap_viol_count": 0,
        "tool_warnings": 34,
    },
    "global_routing": {
        "track_usage": 0.07827,
        "grt_max_degree": 9,
        "grt_pass1_wl_mm": 4.112,
        "antenna_found_initial": 0,
        "overflow": 0,
        "grt_pass1_vias": 772,
    },
    "status": {
        "violations": "setup timing",
        "run_status": "finished, violations left",
    },
    "clocking": {
        "cts_hold_buffers": 0,
    },
}
## through the flow
step | util | hold WS [ns] | area [sq um] | TNS, ns | cells
floorplan | - | 0.4977 | 544.3 | 0 | 36
global placement | 0.4498 | 1.343 | 1536 | -15.27 | 177
detailed placement | 0.4498 | 1.351 | 1536 | -15.37 | 177
CTS | 0.4542 | 0.7984 | 1551 | -4.131 | 186
global route | 0.4751 | 0.7152 | 1623 | -4.550 | 186
finish | 0.4751 | 0.6949 | 1623 | -3.938 | 186
## worst min-delay path: cells and delay by family
family | cells | cell delay [ns]
muxes | 1 | 0.13
buffers and inverters | 2 | 0.16
## power groups by stage
stage,Sequential [mW],Clock [mW],Combinational [mW]
global route,0,0,0.692
CTS,0,0,0.625
finish,0,0,0.644
## synthesized netlist by cell type
master / count
buf_6: 1
buf_12: 3
mux2_4: 30
mux2_2: 2
## cell families after synthesis
family,after synthesis,share of synthesized area
buffers and inverters,4,0.1310
muxes,32,0.8690
## worst max path at each step
| stage | endpoint | cells after the start | slack, ns | startpoint |
|---|---|---|---|---|
| final | Mux5_Out[6] | 3 | -0.19 | Mux4_Out[6] |
| after global routing | Mux5_Out[8] | 5 | -0.21 | Branch |
| after CTS | Mux5_Out[6] | 5 | -0.19 | Branch |
## what timing repair did
| item | in CTS | in global routing |
|---|---|---|
| gates cloned | 2 | 0 |
| endpoints found under the setup margin | 32 | 32 |
| setup buffers | 7 | 0 |
| resized | 155 | 15 |
## cell usage in the layout (no fill, tap or decap), drive strengths merged
| cell | Yosys | layout |
|---|---|---|
| dlymetal6s2s | 0 | 6 |
| buf | 4 | 44 |
| mux2 | 32 | 32 |
| dlygate4sd2 | 0 | 36 |
| clkdlybuf4s50 | 0 | 22 |
## routing by layer
layer / routed length [microns] / global-route usage / part of all wire / vias up
met1: 1109 / 0.09426 / 0.41 / 306
met3: 273 / 0.02614 / 0.10 / 0
met4: 0 / 0 / 0 / 0
met2: 1336 / 0.1388 / 0.49 / 51
li1: - / - / - / 346
met5: 0 / 0 / 0 / -
## area by class of cell
cell class | instances | area (sq um)
timing repair buffer | 108 | 1085
multi-input combinational | 32 | 480.5
tap | 46 | 57.56
fill | 330 | 1793
Power and IR drop assume default switching activity.
