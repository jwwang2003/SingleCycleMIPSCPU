<file path="flow/config.mk">
export PLATFORM = sky130hd
export DESIGN_NAME = ALU
export DESIGN_NICKNAME = ALU
export VERILOG_FILES = /design/flow/design.v
export SDC_FILE = /design/flow/constraint.sdc
export NUM_CORES = 4
export LEC_CHECK = 1
export CORE_UTILIZATION = 40
</file>
<file path="flow/constraint.sdc">
current_design ALU

set clk_period 14.5
set clk_io_pct 0.2

create_clock -name clk0 -period $clk_period

set non_clock_inputs [all_inputs -no_clocks]
set_input_delay [expr $clk_period * $clk_io_pct] -clock clk0 $non_clock_inputs
set_output_delay [expr $clk_period * $clk_io_pct] -clock clk0 [all_outputs]
</file>
<file path="flow/design.v">
module ALU (
  A, B, ALUC,
  Zero, Result
);
  input [31:0] A;
  input [31:0] B;
  input [3:0] ALUC;          
  output reg[31:0] Result;   
  output Zero;
  assign Zero = (Result == 0);
  always @(ALUC, A, B) begin
    case(ALUC)
      4'b0010: Result = A + B;
      4'b0110: Result = A - B;
      4'b0000: Result = A & B;
      4'b0001: Result = A | B;
      4'b1100: Result = ~(A | B);
      4'b0111: Result = A < B ? 1 : 0;
      default: Result = 0;
    endcase
  end
endmodule
</file>
<file path="flow/run.sh">
#!/bin/bash
# OpenROAD 26Q1-2900-gdf79404cd8, Yosys 0.63+post, stock flow scripts
make -C /OpenROAD-flow-scripts/flow DESIGN_CONFIG=/design/flow/config.mk WORK_HOME=/design/flow/orfs finish
</file>
==> flow_summary.toml <==
# implementation run metrics
[final_layout]
nFillCells = 1383
numSequentialCells = 0
clock_buffers = 0
finalNonFillerCells = 1051
flop_area_sq_um = 0
drive_gt1_share_pct = 6.286
areaGrowthSynthToFinish_pct = 17.46

[grt]
antenna_found_initial = 0
gr-usage-all-layers_pct = 27.70
grt_pass1_vias = 5909
gr-total-overflow = 0
grt_max_degree = 51
grt_pass1_wl_microns = 31460

[drt]
antenna_left = 0
drtPass1Iterations = 5
drtIter0Drc = 512
wl_per_cell_microns = 19.02
routed-via-count = 6324
drc = 0
antenna_cells = 0
routed_wl_microns = 20000
vias_per_cell = 6.017

[setup_path]
arrival_ps = 8390
critPathLaunchType = "input port"
cp_max_fo = 50
crit_family = "simple AND/OR/NAND/NOR gates"
critPathCaptureType = "output pin"
critPathSlowestCell = "or4_1"
crit_top_cell = "or4_1"
path_class = "in -> out"
worstPathCellList = "clkdlybuf4s50_1 > buf_4 > inv_1 > nand2_1 > o221a_2 > o21ai_0 > or3_1 > or4_1 > nor4_1 > nand4b_1 > or4_1 > or4_1 > nor3_2 > clkdlybuf4s50_1"
slowest_delay_ps = 560
crit_required_ps = 11600
setup.worst_path.start = "ALUC[2]"
crit_buf_inv = 4

[synth]
most_common_cell = "ha_1"
top_cells_by_area = "ha_1 23%, inv_1 6.2%, nor2_1 6.0%"
synth.avg_cell_area_sq_um = 6.910
syn-instance-count = 813
synth_seq_share_pct = 0
top_area_cell = "ha_1"
synth_top_area_share_pct = 23.16
syn_area_sq_um = 5618
synthDistinctLibCells = 94
yosysWarningCount = 1
top_cells_by_count = "104 x ha_1, 93 x inv_1, 90 x nor2_1"
ys_cells = 813
yosys_area_sq_um = 5618

[final_timing]
fin_crit_ps = 11290
fmax_mhz = 88.61
rsz0062_at_grt = "no"
tns_ps = 0
setup_viol = 0
worstMarginPinSlew_ps = 785.3
finalClockPeriodUsage_pct = 77.83
drv_slew = 0
slew-limit-headroom_pct = 47.16
final_hold_viol_count = 0

[die]
initCoreUtil_pct = 41.76
die_height_microns = 120.5
die_w_microns = 120.5
core_area_sq_um = 13450
chip_area_sq_um = 14520
ios = 101
core.rowCount = 42

[placement]
placedCellCount = 1051
port_buffers = 101
gp_congestion = 0.9922
dp_hpwl_microns = 15780

[cts]
postCtsSetupRepairBufs = 0
hold_buffers = 0
post_cts_resized = 0

[flow_run]
maxCapViolCount = 0
tool_warnings = 104

[status]
status = "complete, no violations"

[power_and_ir_drop]
power.density_nw_per_um2 = 36.18
peakVddDrop_mv = 0.01529
p_leak_nw = 2.987

[hold_path]
holdCritStartpoint = "ALUC[1]"
hp-class = "in -> out"
## power by group
part	switching, mW	total [mW]	internal, mW
sequential	0	0	0
combinational	0.136	0.239	0.103
clock	0	0	0
total	0.136	0.239	0.103
## routing by layer
layer | part of all wire (%) | track usage (%)
met1 | 46 | 39.92
met2 | 45 | 44.47
met3 | 6.2 | 2.697
met4 | 2.3 | 6.404
met5 | 0 | 0
## worst paths after layout
check                 cells after the start   endpoint  slack, ps
worst max-delay path                     14       Zero       3210
worst min-delay path                      3  Result[2]       7000
## worst min-delay path, delay by kind of cell
kind                   cells  cell delay (ps)
AND-OR/OR-AND              1              150
buffers and inverters      2             1050
## through the flow
step | area (sq um) | utilization [%] | hold WS [ps] | power [mW] | setup WS (ps)
after global routing | 6599 | 49.05 | 7057 | 0.2615 | 3023
after floorplan | 5618 | - | 5834 | 0.1530 | 5145
after global placement | 6599 | 49.05 | 7013 | 0.2345 | 3425
after CTS | 6599 | 49.05 | 7016 | 0.2363 | 3274
after detailed placement | 6599 | 49.05 | 7019 | 0.2349 | 3297
final | 6599 | 49.05 | 6998 | 0.2387 | 3214
## kinds of logic (layout without fill, tap and decap cells)
| kind of cell | Yosys count | in the layout | share of synthesized area, % |
|---|---|---|---|
| AND/OR/NAND/NOR | 281 | 281 | 25.81 |
| multiplexers | 4 | 4 | 0.7350 |
| AND-OR/OR-AND | 266 | 266 | 34.97 |
| buffers and inverters | 141 | 203 | 12.27 |
| XOR/XNOR | 15 | 15 | 2.339 |
| adder cells (fa/ha/maj) | 106 | 106 | 23.88 |
## placed cells by master, fill, tap and decap left out, types with 11 or more instances in the layout
cell / netlist / final
a21o_1: 15 / 15
a21oi_1: 53 / 53
a221oi_1: 28 / 28
clkdlybuf4s50_1: 0 / 101
ha_1: 104 / 104
inv_1: 93 / 93
nand2_1: 52 / 52
nand3_1: 21 / 21
nor2_1: 90 / 90
nor3_1: 19 / 19
nor4_1: 12 / 11
o21ai_0: 48 / 48
## cell type report
| class | count | area [sq um] | share of cell area [%] |
|---|---|---|---|
| tap | 176 | 220.2 | 3.337 |
| inverter | 94 | 357.8 | 5.423 |
| multi-input combinational | 672 | 4950 | 75.01 |
| timing repair buffer | 109 | 1071 | 16.23 |
Power is estimated from default activity; no workload was simulated.
